### design/flow/config.mk
export PLATFORM = sky130hd
export DESIGN_NAME = mod6Counter
export DESIGN_NICKNAME = mod6Counter
export VERILOG_FILES = /design/flow/design.v
export SDC_FILE = /design/flow/constraint.sdc
export NUM_CORES = 4
export LEC_CHECK = 1
export CORE_AREA = 10 10 70 70
export DIE_AREA = 0 0 80 80
### design/flow/constraint.sdc
current_design mod6Counter

set clk_period 1.4
set clk_io_pct 0.2

create_clock -name clk0 -period $clk_period [get_ports {clk}]

set non_clock_inputs [all_inputs -no_clocks]
set_input_delay [expr $clk_period * $clk_io_pct] -clock clk0 $non_clock_inputs
set_output_delay [expr $clk_period * $clk_io_pct] -clock clk0 [all_outputs]
### design/flow/design.v
`timescale 10ns / 1ns
module mod6Counter(
    input clk,
    output reg [3:1] qOut
);
    reg d3, d2, d1;
    initial
    begin
       qOut = 0;
       d3 = 0;
       d2 = 0;
       d1 = 0;
    end
    always @(posedge clk)
        begin
            qOut[3] = d3;
            qOut[2] = d2;
            qOut[1] = d1;
            d3 = (qOut[3] & ~qOut[2]) | (~qOut[3] & qOut[2] & qOut[1]);
            d2 = (qOut[1] & ~qOut[2]) | (~qOut[3] & qOut[2] & ~qOut[1]);
            d1 = ~qOut[1] & (~qOut[2] | ~qOut[3]);
        end
endmodule
module mod6Counter_tb;
    reg clk;
    wire [3:1] q;
    mod6Counter uut(.clk(clk), .qOut(q));
    initial
    begin
        clk = 1;
        $dumpfile("mod6Counter.vcd");
        $dumpvars(0, mod6Counter_tb);
        $monitor("count = %b\n", q);
        repeat(50)
        begin
            clk = ~clk;
            #10;
        end
    end
endmodule
### design/flow/run.sh
#!/bin/bash
# OpenROAD 26Q1-2900-gdf79404cd8, Yosys 0.63+post, stock flow scripts
make -C /OpenROAD-flow-scripts/flow DESIGN_CONFIG=/design/flow/config.mk WORK_HOME=/design/flow/orfs finish
==> results.sh <==
# source this file to load flow results
export IMPL_ys_area_um2=155
export IMPL_drv_slew=0
export IMPL_core_area_um2=3420
export IMPL_fin_crit_ps=1270
export IMPL_viasPerCell=1.38
export IMPL_grt_pass1_wl_um=414
export IMPL_synth_seq_share_pct=77.4
export IMPL_cts_buffers=3
export IMPL_synth_avg_cell_area_um2=14.1
export IMPL_cpPeakStageDelay_ps=460
export IMPL_clkPwrFrac_pct=47.1
export IMPL_flop_cell="dfxtp_1"
export IMPL_maxSlewHeadroom_pct=89.0
export IMPL_fin_area_um2=268
export IMPL_io_buffers=3
export IMPL_die_h_um=80
export IMPL_seq_power_share_pct=52.9
export IMPL_cts_num_sinks=6
export IMPL_seqCellArea_um2=120
export IMPL_synthesis_area_um2=155
export IMPL_cts_repair_resized=0
export IMPL_cts_max_path_buffers=2
export IMPL_die_w_um=80
export IMPL_comb_power_share_pct=0
export IMPL_critPathBufInv=1
export IMPL_hold_path_startpoint="d3"
export IMPL_rrSetupSlack_ps=740
export IMPL_ios=4
export IMPL_areaGrowthSynthToFinish_pct=72.6
export IMPL_r2r_cells=2
export IMPL_pre_cts_ws_ps=372
export IMPL_grt_start_max_net_pins=7
export IMPL_h_tree_depth=1
export IMPL_p_switching_mw=0.0563
export IMPL_floorplan_core_util_pct=4.54
export IMPL_hold_class="reg -> reg"
export IMPL_drv_cap=0
export IMPL_fin_ws_ps=127
export IMPL_worst_setup_path_start_kind="flip-flop"
export IMPL_most_common_cell="dfxtp_1"
export IMPL_setup_tns_final_ps=0
export IMPL_cts_hold_buf=0
export IMPL_yosys_top_cells_count="6 x dfxtp_1, 2 x mux2i_1, 1 x a21oi_1, 1 x nand2_1, 1 x nand2b_1"
export IMPL_firstDrtPassIters=2
export IMPL_dr_total_vias=88
export IMPL_drive_gt1_share_pct=17.6
export IMPL_endpoint_kind="output pin"
export IMPL_grt_overflow_total=0
export IMPL_outcome="finished clean"
export IMPL_async_flop_share_pct=0
export IMPL_finalHoldViolations=0
export IMPL_synthCells=11
export IMPL_fmax_mhz=785
export IMPL_hold_end="qOut[3]"
export IMPL_path_class="reg -> out"
export IMPL_die_area_um2=6400
export IMPL_drt_iter0_drc=7
export IMPL_worstPathMaxFanout=1
export IMPL_ys_types=5
export IMPL_p_sw_share_pct=17.4
export IMPL_rows=21
export IMPL_root_buffer="clkbuf_4"
export IMPL_leakage_nw=0.0743
export IMPL_drt_wirelength_per_cell_um=3.94
export IMPL_cp_cell_sequence="clkdlybuf4s50_1"
export IMPL_dpl_cell_area_um2=243
export IMPL_yosysTopAreaCell="dfxtp_1"
export IMPL_r2r_start="d3"
export IMPL_ys_warn_count=1
export IMPL_clkLatencyLatePin_ps=240
export IMPL_r2r_end="d2"
export IMPL_cpMaxStageDelayCell="clkdlybuf4s50_1"
export IMPL_tightest_slew_ps=165
export IMPL_gp_congestion=0.605
export IMPL_synth_edff_count=0
export IMPL_cts_setup_buffers=0
export IMPL_grt_usage_pct=1.07
export IMPL_path_clk_slew_ps=40
export IMPL_cts_tree="yes"
export IMPL_power_density_nw_per_um2=1210
export IMPL_grt_pass1_vias=91
export IMPL_logic_area_um2=35.0
export IMPL_ys_ff=6
export IMPL_yosysCellCount=11
export IMPL_cp_arrival_ps=990
export IMPL_final_setup_viol_count=0
export IMPL_top_area_share_pct=77.4
export IMPL_ant_nets=0
export IMPL_required_ps=1120
export IMPL_rsz0062_at_grt="false"
export IMPL_worstHoldPathCells=0
export IMPL_wl_um=252
export IMPL_warning_count=25
export IMPL_drcViolationCount=0
export IMPL_finalClockPeriodUsage_pct=91.0
export IMPL_internal_power_mw=0.268
export IMPL_fin_skew_ps=0.310
export IMPL_topCellsByArea="dfxtp_1 77%, mux2i_1 13%, nand2b_1 4.0%, a21oi_1 3.2%, nand2_1 2.4%"
export IMPL_fill_cells=403
export IMPL_hold_slack_ps=392
export IMPL_ir_drop_mv=0.270
export IMPL_critPathTopFamily="buffers and inverters"
export IMPL_antenna_found_initial=1
-- layer usage --
metal	wire length (µm)	vias up	part of all wire (%)	global-route usage [%]
met5	0	-	0	0
met4	0	0	0	0.176
met3	114	0	45	2.73
met2	44	7	17	0.722
met1	94	31	37	0.802
li1	-	50	-	-
-- flip-flops by register name (all words and copies together) (netlist names) --
register / flops
d1: 1
d2: 1
d3: 1
qOut: 3
-- layout by cell type, fill, tap and decap left out --
cell / netlist / final
nand2_1: 1 / 1
clkbuf_4: 0 / 3
clkdlybuf4s50_1: 0 / 3
mux2i_1: 2 / 2
a21oi_1: 1 / 1
diode_2: 0 / 1
dfxtp_1: 6 / 6
nand2b_1: 1 / 1
-- final cells by class --
class / instances / share of cell area [%]
flip-flops and latches: 6 / 44.9
clock buffers: 3 / 8.41
repair buffers: 3 / 11.2
well taps: 46 / 21.5
multi-input cells: 5 / 13.1
diodes: 1 / 0.935
-- kinds of logic (layout without fill, tap and decap cells) --
logic type / after synthesis / after routing / synth area share, %
AND-OR/OR-AND: 1 / 1 / 3.22
buffers and inverters: 0 / 6 / 0
flip-flops: 6 / 6 / 77.4
multiplexers: 2 / 2 / 12.9
other: 0 / 1 / 0
AND/OR/NAND/NOR: 2 / 2 / 6.45
-- power groups by stage --
stage / Sequential, mW / Clock [mW] / Combinational (mW)
CTS: 0.172 / 0.159 / 0.0000000122
global route: 0.171 / 0.182 / 0.0000000122
finish: 0.172 / 0.153 / 0.0000000122
-- how the worst max path moves through the flow --
stage            from       to  slack [ps]  cells after the start
CTS           qOut[3]  qOut[3]         110                      1
global route  qOut[3]  qOut[3]          60                      1
finish        qOut[2]  qOut[2]         130                      1
-- through the flow --
| step | util [%] | cells | total power, mW |
|---|---|---|---|
| 6_report | 7.84 | 64 | 0.324 |
| 5_1_grt | 7.84 | 64 | 0.353 |
| 4_1_cts | 7.77 | 63 | 0.330 |
| 3_5_place_dp | 7.11 | 60 | 0.174 |
| 3_3_place_gp | 7.11 | 60 | 0.174 |
| 2_1_floorplan | - | 11 | 0.174 |
Power and IR drop assume default switching activity.
