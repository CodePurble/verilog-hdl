===== design/flow/config.mk =====
export PLATFORM = sky130hd
export DESIGN_NAME = fourBitRipple
export DESIGN_NICKNAME = fourBitRipple
export VERILOG_FILES = /design/flow/design.v
export SDC_FILE = /design/flow/constraint.sdc
export NUM_CORES = 4
export LEC_CHECK = 1
export CORE_AREA = 10 10 70 70
export DIE_AREA = 0 0 80 80

===== design/flow/constraint.sdc =====
current_design fourBitRipple

set clk_period 1.0
set clk_io_pct 0.2

create_clock -name clk0 -period $clk_period [get_ports {clock}]

set non_clock_inputs [all_inputs -no_clocks]
set_input_delay [expr $clk_period * $clk_io_pct] -clock clk0 $non_clock_inputs
set_output_delay [expr $clk_period * $clk_io_pct] -clock clk0 [all_outputs]

===== design/flow/design.v =====
`timescale 10ns / 10ns
module Dff_posedge(D, clk, q, qbar);
    input D, clk;
    output reg q, qbar;
    initial
    begin
        q = 0;
        qbar = 1;
    end
    always @(posedge clk)
	begin
        q = D;
        qbar = ~D;
    end
endmodule
module fourBitRipple(
    input clock,
    output [3:0] count
);
    wire q0, q1, q2, q3, qb0, qb1, qb3, qb4;
    Dff_posedge d3(.clk(clock), .q(q3), .qbar(qb3), .D(qb3));
    Dff_posedge d2(.clk(q3), .q(q2), .qbar(qb2), .D(qb2));
    Dff_posedge d1(.clk(q2), .q(q1), .qbar(qb1), .D(qb1));
    Dff_posedge d0(.clk(q1), .q(q0), .qbar(qb0), .D(qb0));
    assign count = {qb0, qb1, qb2, qb3};
endmodule
module fourBitRipple_tb;
    reg clk;
    wire [3:0] out;
    fourBitRipple uut(.clock(clk), .count(out));
    initial
    begin
        clk = 1;
        $monitor("clk = %b, count = %b\n", clk, out);
        $dumpfile("fourBitRipple.vcd");
        $dumpvars(0, fourBitRipple_tb);
        repeat(50)
            begin
                clk = ~clk;
                #10;
            end
    end
endmodule

===== design/flow/run.sh =====
#!/bin/bash
# OpenROAD 26Q1-2900-gdf79404cd8, Yosys 0.63+post, stock flow scripts
make -C /OpenROAD-flow-scripts/flow DESIGN_CONFIG=/design/flow/config.mk WORK_HOME=/design/flow/orfs finish

==> flow_metrics.tcl <==
# place-and-route summary
set metrics [dict create \
    outcome "complete, no violations" \
    slew_headroom 0.931 \
    cpLargestDelayFamily "flip-flops" \
    comb_area_um2 0 \
    finalCritPeriodShare 0.952 \
    hold_start "d3.qbar$_DFF_P_" \
    sequentialPowerShare 0.318 \
    yosysTopAreaCell "dfxtp_1" \
    slew_violations 0 \
    die_h_um 80 \
    io_pins 5 \
    comb_cells 0 \
    unclocked_pins 5 \
    log.warning_count 25 \
    cts_max_level 1 \
    simple_gate_area_frac 0 \
    ys_sh_xor 0 \
    internal_power_mw 0.212 \
    untimed_endpoints 8 \
    clock_path_buffers 2 \
    fin_setup_tns_ns 0 \
    diodes 0 \
    synth.cellmix.compoundShare 0 \
    p_per_area_mw_per_mm2 894 \
    holdWs_ns 0.438 \
    core.rowCount 21 \
    vias 92 \
    r2r_start "d3.qbar$_DFF_P_" \
    rr_endpoint "d3.qbar$_DFF_P_" \
    initialDrtViolationCount 1 \
    reg2regPathDepth 2 \
    postSynthSeqShare 0.757 \
    synthToLayoutAreaGrowth_pct 52.7 \
    yosysCellCount 15 \
    place.gp.congestion 0.665 \
    critPathLaunchType "flop" \
    peakVddDrop_v 0.000402 \
    p_sw_mw 0.0404 \
    critPathMaxStageDelay_ns 0.31 \
    fp_util 0.0542 \
    fmax_ghz 1.05 \
    cp_slowest_cell "dfxtp_2" \
    grt_pass1_wl_um 434 \
    die_x_um 80 \
    drc 0 \
    antenna_found_initial 0 \
    p_clk_frac 0.682 \
    drtPass1Iterations 2 \
    arrival_ns 0.75 \
    top_area_frac 0.757 \
    required_ns 0.80 \
    drive_above_1_share 0.263 \
    critPathMaxFanout 2 \
    ant_nets 0 \
    cts_made_buffers 3 \
    path_buffers 1 \
    comb_power_share 0 \
    fp.dieArea_mm2 0.00640 \
    ys_warn_count 2 \
    placed_area_um2 253 \
    grt-ovfl-total 0 \
    ys_chip_area_um2 185 \
    crit_chain "dlygate4sd2_1" \
    synthCells 15 \
    cp_num_cells 1 \
    crit_path_end "count[0]" \
    netlist_logic_family_top "buffers and inverters" \
    area_leaders "dfxtp_1 (76%), buf_4 (16%), inv_1 (8.1%)" \
    via_per_inst 1.42 \
    grt_pass1_vias 106 \
    syn_area_um2 185 \
    path_clk_slew_ns 0.03 \
    dpl.hpwl_um 202 \
    ys_sh_adder 0 \
    design_area_um2 283 \
    synth_flop_count 7 \
    rsz0062_at_grt "no" \
    p_leak_nw 0.0953 \
    io_buffers 4 \
    ys_types 3 \
    max-cap-violations 0 \
    setup_viol 0 \
    finalWorstPathRequiredPeriod_ns 0.952 \
    min_path_type "reg2reg" \
    worst_pin_slew_ns 0.104 \
    mux_area_frac 0 \
    hold_violations 0 \
    finalClockSkew_ns 0.00462 \
    core-area_mm2 0.00342 \
    clk_latency_ns 0.22 \
    worstSetupStartpoint "d3.qbar$_DFF_P_" \
    wl_per_cell_um 4.22 \
    root_buffer "clkbuf_4" \
    crit_type "reg2out" \
    routed_wl_um 274 \
    grtUsageTotal 0.00907 \
    r2r_slack_ns 0.46 \
    grt_max_degree 4 \
    sw_frac_of_total 0.160 \
    cts_tree "built" \
    avgSynthCellArea_um2 12.3 \
    cp-end-kind "primary output" \
]
==> power groups by stage <==
stage	registers (mW)	clock network [mW]	logic [mW]
6_report	0.0804	0.172	0.0000000247
5_1_grt	0.0803	0.198	0.0000000247
4_1_cts	0.0804	0.187	0.0000000247
==> state kept, by name, indices dropped and copies added, names as in the netlist <==
name / cells
d3.qbar: 1
d1.q: 1
d2.q: 1
d2.qbar: 1
d3.q: 1
d1.qbar: 1
d0.qbar: 1
==> worst reg2reg max path: stages, from the launching register on <==
cell	delay, ns
dfxtp_2	0.31
buf_4	0.10
inv_1	0.03
==> routing by layer <==
layer	vias up	global-route usage	wire, um
met1	41	0.00806	130
li1	46	-	-
met4	0	0.00528	0
met5	-	0	0
met2	5	0.0112	86
met3	0	0.0114	57
==> synthesized netlist by cell type <==
library cell  instances
buf_4                 4
inv_1                 4
dfxtp_1               7
==> cell families (layout without fill, tap and decap cells) <==
logic type,after synthesis,count (layout)
flops,7,7
buf+inv,8,12
==> cell type report <==
class,count,area [um2]
fill,403,3130
clock buffer,3,22.5
inverter,4,15.0
sequential,7,141
tap,46,57.6
timing repair buffer,5,46.3
==> per-stage QoR <==
| step | instances | util | power (mW) | setup WS, ns |
|---|---|---|---|---|
| floorplan | 15 | - | 0.0814 | 0.396 |
| global placement | 61 | 0.0740 | 0.0814 | 0.00529 |
| detailed placement | 61 | 0.0740 | 0.0814 | 0.00342 |
| CTS | 65 | 0.0828 | 0.267 | 0.0331 |
| global route | 65 | 0.0828 | 0.278 | 0.00564 |
| finish | 65 | 0.0828 | 0.253 | 0.0478 |
==> worst min path at each step <==
stage / end / slack (ns) / cells past startpoint
4_1_cts: d3.q$_DFF_P_ / 0.43 / 1
5_1_grt: d3.q$_DFF_P_ / 0.45 / 1
6_report: d3.q$_DFF_P_ / 0.44 / 1
==> repair_timing <==
| item | CTS | global route |
|---|---|---|
| buffers inserted | 1 | 0 |
| setup endpoints to repair | 1 | 0 |
| gates resized | 2 | 0 |
| hold buffers | 0 | 0 |
==> placed cells by master, fill, tap and decap left out <==
cell / count
dlygate4sd2_1: 1
dfxtp_1: 6
clkdlybuf4s50_1: 3
inv_1: 4
clkbuf_4: 3
buf_4: 1
dfxtp_2: 1
Power is estimated from default activity; no workload was simulated.
